[flow/design.v]
module example (ID, clock, state, next_state,clear, maxout,a1,a2,a3,b1,b2,b3,c1,c2,c3,d1,d2,d3,ss1,ss2,ss3,ss4);
    input clear,clock,a1,a2,a3,b1,b2,b3,c1,c2,c3,d1,d2,d3,ss1,ss2,ss3,ss4;
    output reg [11:0]ID;
    output reg [5:0]state;
    output reg [5:0]next_state;
    output reg [2:0]maxout;
   initial begin
    state = 5'd0;
    next_state = 5'd0;
    ID = 12'b100100100100;
   end
   always @(posedge clock)
    state = next_state;
   always @(state) begin
     case (state)
       5'd0 : begin
              ID = 12'b100100100100;
             end
       5'd1 : begin
               ID = 12'b100100100100;
             end 
       5'd2 : begin
               ID = 12'b100100100100;
             end            
       5'd3 : begin
               ID = 12'b100100100100;
             end 
       5'd4 : begin
               ID = 12'b100100100100;
             end     
       5'd5 : begin
               ID = 12'b100100100100;
             end
       5'd6 : begin
               ID = 12'b001100100100;
             end
       5'd7 : begin
               ID = 12'b001100100100;
             end
       5'd8 : begin
               ID = 12'b001100100100;
             end 
       5'd9 : begin
               ID = 12'b010100100100;
             end
       5'd10 : begin
               ID = 12'b100001100100;
             end
       5'd11 : begin
               ID = 12'b100001100100;
             end
       5'd12 : begin
               ID = 12'b100001100100;
             end
       5'd13 : begin
               ID = 12'b100010100100;
             end
       5'd14 : begin
               ID = 12'b100100001100;
             end
       5'd15 : begin
               ID = 12'b100100001100;
             end
       5'd16 : begin
               ID = 12'b100100001100;
             end
       5'd17 : begin
               ID = 12'b100100010100;
             end
       5'd18 : begin
               ID = 12'b100100100001;
             end
       5'd19 : begin
               ID = 12'b100100100001;
             end
       5'd20 : begin
               ID = 12'b100100100001;
             end
       5'd21 : begin
               ID = 12'b100100100010;
             end
       5'd22 : begin
               ID = 12'b100100100100;
             end
       5'd23 : begin
               ID = 12'b001100100100;
             end
       5'd24 : begin
               ID = 12'b100001100100;
             end
       5'd25 : begin
               ID = 12'b100100001100;
             end
       5'd26 : begin
               ID = 12'b100100100001;
             end     
        default: ID = 12'b100100100100;
     endcase
   end
  always @(state or clear or a1 or a2 or a3 or b1 or b2 or b3 or c1 or c2 or c3 or d1 or d2 or d3 or ss1 or ss2 or ss3 or ss4)
   begin
    if(clear)
     next_state = 5'd0;
    else
    begin
      case (state)
       5'd0 :begin
                if(ss1 || ss2 || ss3 || ss4)
                  next_state = 5'd22;
               else if (a1 || b1 || c1 || d1) 
                  next_state = 5'd1;
                else
                  next_state = 5'd0;
            end
       5'd1 : begin
                find_max(a1,a2,a3,b1,b2,b3,c1,c2,c3,d1,d2,d3,maxout);
                case (maxout)
                   1: next_state = 5'd2;
                   2: next_state = 5'd3;
                   3: next_state = 5'd4;
                   4: next_state = 5'd5; 
                  default: next_state = 5'd1;  
                endcase
              end
       5'd2: begin
                if(a1 && a2 && a3)
                  next_state = 5'd8;
                else if(a1 && a2 && ~a3)
                  next_state = 5'd7;
                 else
                  next_state = 5'd6;
            end
       5'd3: begin
                if(b1 && b2 && b3)
                  next_state = 5'd12;
                else if(b1 && b2 && ~b3)
                  next_state = 5'd11;
                else
                  next_state = 5'd10;
            end
       5'd4: begin
                if(c1 && c2 && c3)
                  next_state = 5'd16;
                else if(c1 && c2 && ~c3)
                  next_state = 5'd15;
                else
                  next_state = 5'd14;
            end
       5'd5: begin
                if(d1 && d2 && d3)
                  next_state = 5'd20;
                else if(d1 && d2 && ~d3)
                  next_state = 5'd19;
                else
                  next_state = 5'd18;
            end
       5'd6: begin
                 if(ss2||ss3||ss4||~a1||b2||c2||d2)
                  next_state = 5'd9;
                 else
                  next_state = 5'd6;
            end
       5'd7: begin
                if((~a1 && ~a2)||b3||c3||d3||ss2||ss3||ss4)
                  next_state = 5'd9;
                if(a1 && a2)
                  next_state = 5'd7;
                if(~a2 && a1)
                  next_state = 5'd6;
            end
       5'd8: begin
                  if((~a1 && ~a2 && ~a3)||ss2||ss3||ss4)
                    next_state = 5'd9;
                  if(a1 && a2 && a3)
                    next_state = 5'd8;
                  if(~a3 && a2 && a1)
                    next_state = 5'd7;
                  if(~a3 && ~a2 && a1)
                    next_state = 5'd6;
            end
       5'd9: begin
                 next_state = 5'd0;
       end
       5'd10: begin
                 if(ss1||ss3||ss4||~b1||a2||c2||d2)
                    next_state = 5'd13;
                 else
                    next_state = 5'd10;
             end
       5'd11: begin
                 if((~b1 && ~b2)||a3||c3||d3||ss1||ss3||ss4)
                    next_state = 5'd13;
                 if(b1 && b2)
                    next_state = 5'd11;
                 if(~b2 && b1)
                    next_state = 5'd10;
              end
       5'd12: begin
                 if((~b1 && ~b2 && ~b3)||ss1||ss3||ss4)
                    next_state = 5'd13;
                 if(b1 && b2 && b3)
                    next_state = 5'd12;
                 if(~b3 && b2 && b1)
                    next_state = 5'd11;
                 if(~b3 && ~b2 && b1)
                    next_state = 5'd10;
             end
       5'd13: begin
                 next_state = 5'd0;
       end
       5'd14: begin
                if(ss2||ss1||ss4||~c1||b2||a2||d2)
                   next_state = 5'd17;
                else
                   next_state = 5'd14;
       end
       5'd15: begin
                if((~c1 && ~c2)||b3||a3||d3||ss2||ss1||ss4)
                   next_state = 5'd17;
                if(c1 && c2)
                   next_state = 5'd15;
                if(~c2 && c1)
                   next_state = 5'd14;
             end
       5'd16: begin
                if((~c1 && ~c2 && ~c3)||ss2||ss1||ss4)
                  next_state = 5'd17;
                if(c1 && c2 && c3)
                  next_state = 5'd16;
                if(~c3 && c2 && c1)
                  next_state = 5'd15;
                if(~c3 && ~c2 && c1)
                  next_state = 5'd14;
            end
       5'd17: begin
                next_state = 5'd0;
             end
       5'd18: begin
                if(ss2||ss3||ss1||~d1||b2||c2||a2)
                 next_state = 5'd21;
               else
                 next_state = 5'd18;
             end
       5'd19: begin
               if((~d1 && ~d2)||b3||c3||a3||ss2||ss3||ss1)
                next_state = 5'd21;
               if(d1 && d2)
                 next_state = 5'd19;
              if(~d2 && d1)
                  next_state = 5'd18;
             end
       5'd20: begin
               if((~d1 && ~d2 && ~d3)||ss2||ss3||ss1)
                    next_state = 5'd21;
               if(d1 && d2 && d3)
                 next_state = 5'd20;
               if(~d3 && d2 && d1)
                 next_state = 5'd19;
               if(~d3 && ~d2 && d1)
                  next_state = 5'd18;
             end
       5'd21: begin
               next_state = 5'd0;
             end
       5'd22: begin
              if(ss1)
                next_state = 5'd23;
              else if(ss2)
                next_state = 5'd24;
              else if(ss3)
                next_state = 5'd25;
              else if(ss4)
                next_state = 5'd26;
             end
       5'd23: begin
              if(ss1)
                next_state = 5'd23;
              else
                next_state = 5'd9;
             end
       5'd24: begin
              if(ss2)
               next_state = 5'd24;
              else
               next_state = 5'd13;
             end
       5'd25: begin
              if(ss3)
                next_state = 5'd25;
              else
                next_state = 5'd17;
             end
       5'd26: begin
               if(ss4)
                 next_state = 5'd26;
               else
                 next_state = 5'd21;
             end
        default: next_state = 5'd0;
      endcase
     end
   end
  task find_max;
   input a1, a2, a3, b1, b2, b3, c1, c2, c3, d1, d2, d3;
   output reg [2:0] max;  
   reg [2:0] a, b, c, d;  
   begin
      a = {a1, a2, a3};
      b = {b1, b2, b3};
      c = {c1, c2, c3};
      d = {d1, d2, d3};
      if (a >= b) begin
         if (a >= c) begin
            if (a >= d)
               max = 1;  
            else
               max = 4;  
         end else begin
            if (c >= d)
               max = 3;  
            else
               max = 4;  
         end
      end else begin
         if (b >= c) begin
            if (b >= d)
               max = 2;  
            else
               max = 4;  
         end else begin
            if (c >= d)
               max = 3;  
            else
               max = 4;  
         end
      end
   end
endtask
endmodule
[flow/run.sh]
#!/bin/bash
# OpenROAD 26Q1-2900-gdf79404cd8, Yosys 0.63+post, stock flow scripts
make -C /OpenROAD-flow-scripts/flow DESIGN_CONFIG=/design/flow/config.mk WORK_HOME=/design/flow/orfs finish
[flow/config.mk]
export PLATFORM = sky130hd
export DESIGN_NAME = example
export DESIGN_NICKNAME = example
export VERILOG_FILES = /design/flow/design.v
export SDC_FILE = /design/flow/constraint.sdc
export NUM_CORES = 4
export LEC_CHECK = 1
export CORE_UTILIZATION = 40
[flow/constraint.sdc]
current_design example

set clk_period 2.7
set clk_io_pct 0.2

create_clock -name clk0 -period $clk_period [get_ports {clock}]

set non_clock_inputs [all_inputs -no_clocks]
set_input_delay [expr $clk_period * $clk_io_pct] -clock clk0 $non_clock_inputs
set_output_delay [expr $clk_period * $clk_io_pct] -clock clk0 [all_outputs]
==> out/results.txt <==
final hold vios: 0
die height: 78.8 µm
Power Density: 154 nW/µm²
Final HPWL DP: 6.64 mm
routed length per placed instance: 20.2 µm
FMAX: 0.412 GHz
global-route wire length before repair: 13.4 mm
final core utilization: 0.496
top-count cell post-synth: nand2_1
syn avg cell area: 7.28 µm²
YS warnings: 1
register pins left without a clock: 8
CP Buf/Inv Count: 2
vias in the first global route: 2475
Top FF cell, synth: dlxtn_1
worst path required time: 2160 ps
placed cell count: 423
Fill cells: 603
cts bufs inserted: 3
Netlist cell types: 74
CP Class: reg -> out
endpoints left unconstrained: 21
initial DRC count: 207
DRT Wirelength: 8.63 mm
largest stage delay on the critical path: 490 ps
YS chip area: 2360 µm²
CP Cell Sequence: buf_4, nor2b_1, nand2_1, nor2_1, clkdlybuf4s50_1
crit-path max FO: 10
Setup crit end kind: output pin
number of gates resized after cts: 0
Ant. Diodes: 0
top cells by count, synth: nand2_1 (29), ha_1 (22), nor2_1 (21)
Boundary Pins: 45
slowest CP cell: clkdlybuf4s50_1
setup bufs post-CTS: 0
router iterations before antenna repair: 7
grt ovf: 0
P&R area growth vs syn: 18.0%
CTS Hold Buffers Added: 0
cell type with the largest total area: ha_1
Die Size: 6200 µm²
Pre-Place Util: 0.420
Via density: 6.26
share of layout cells above drive strength 1: 0.0901
buffer levels on the longest clock path: 2
Post-synth regs: 13
synthesized area: 2360 µm²
total number of vias: 2675
Arr. time, crit path: 1890 ps
Cell Count, Final, Fillers Out: 427
DRC: 0
CTS tree: built
initial antenna violation count: 0
LEAKAGE: 0.00101 µW
tool warnings: 28
GRT Total Usage: 0.290
GP Congestion: 1.01
worst vdd ir: 0.000176 V
Max-slew headroom: 0.444
minimum period implied by the final worst setup slack: 2430 ps
IO Port Bufs: 42
Worst-path clk slew: 30 ps
Routed Antenna Nets: 0
# Cells Yosys: 324
die width: 78.8 µm
core area: 5610 µm²
crit start category: flop
Synth Instances: 324
TNS Setup: 0 ps
largest net degree at the start of global routing: 29
Crit path max-delay family: buffers and inverters
Max-area cell share: 0.117
Async SR Flop Fraction: 0
row cnt: 27
status: completed
H-tree Lvls: 1
Final Max Slew Viols: 0
Hold Crit Class: reg -> out
post-route clock period utilization: 0.899
max cap viols: 0
root buffer cell: clkbuf_8
number of flops mapped to enable cells by yosys: 0
Setup Viol. Count Final: 0
Least-Margin Pin Slew: 831 ps
largest cells by area after synthesis: ha_1 (12%), dlxtn_1 (5.1%), nand2_1 (4.6%)
unrepaired setup endpoints after global routing: no
[worst paths after layout]
| check | slack (ps) | from | to | cells after the start |
|---|---|---|---|---|
| hold / removal | 1610 | state[0]$_DFF_P_ | state[0] | 1 |
| setup / recovery | 270 | state[3]$_DFF_P_ | ID[1] | 5 |
[area by class of cell]
cell class | instances | area, µm² | area share
clock buffer | 4 | 45.0 | 0.0162
inverter | 14 | 52.6 | 0.0189
multi-input combinational | 270 | 1860 | 0.670
sequential | 13 | 220 | 0.0791
tap | 72 | 90.1 | 0.0324
timing repair buffer | 54 | 510 | 0.183
[cells in the final DEF (no fill, tap or decap), types with 3 or more instances in the layout]
cell	netlist	routed
a22oi_1	4	4
nor3b_1	3	3
clkbuf_8	6	3
nand2_1	29	29
nand4_1	9	9
xnor2_1	4	4
mux2i_1	4	4
nor3_1	15	15
ha_1	22	22
nor2_1	21	21
nor2b_1	14	14
o211ai_1	5	5
clkdlybuf4s50_1	0	42
buf_4	2	12
nor4b_1	4	4
a31oi_1	5	5
a41oi_1	4	4
nor4_1	5	5
a211oi_1	4	4
nand2b_1	5	5
and3_1	3	3
o22ai_1	4	4
o21ai_0	19	19
a32oi_1	3	3
dlxtn_1	8	8
a21oi_1	15	15
dfxtp_1	5	5
inv_1	12	12
nand3_1	13	13
[routing by layer]
layer | wire, µm | vias to the layer above | track usage
met5 | 0 | - | 0
met4 | 327 | 0 | 0.117
met3 | 610 | 30 | 0.0420
met2 | 3920 | 136 | 0.459
met1 | 3770 | 1225 | 0.397
li1 | - | 1284 | -
[registers in the layout (all words and copies together) (netlist names)]
register / count
state: 5
next_state: 5
maxout: 3
[where the power goes]
part	switching (µW)	internal, µW	total (µW)
Clock	33.0	101	134
Combinational	115	90.1	205
Sequential	2.61	87.5	90.1
[logic make-up after synthesis]
| logic type | count (synthesis) | synth area share |
|---|---|---|
| adder cells (fa/ha/maj) | 22 | 0.117 |
| buffers and inverters | 42 | 0.117 |
| XOR/XNOR | 6 | 0.0223 |
| latches | 8 | 0.0510 |
| multiplexers | 6 | 0.0265 |
| AND/OR/NAND/NOR | 143 | 0.343 |
| other | 1 | 0.00159 |
| AND-OR/OR-AND | 91 | 0.279 |
| flip-flops | 5 | 0.0425 |
[through the flow]
stage | total power (µW) | instance area [µm²] | hold WS (ps) | worst slack [ps]
finish | 429 | 2780 | 1610 | 274
global placement | 294 | 2740 | 1380 | 524
CTS | 433 | 2780 | 1620 | 295
floorplan | 205 | 2360 | 828 | 858
detailed placement | 295 | 2740 | 1380 | 531
global route | 465 | 2780 | 1650 | 87.9
Power is estimated from default activity; no workload was simulated.
